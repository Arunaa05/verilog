==> flow/constraint.sdc <==
current_design nbit_register

set clk_period 1.0
set clk_io_pct 0.2

create_clock -name clk0 -period $clk_period [get_ports {clk}]

set non_clock_inputs [all_inputs -no_clocks]
set_input_delay [expr $clk_period * $clk_io_pct] -clock clk0 $non_clock_inputs
set_output_delay [expr $clk_period * $clk_io_pct] -clock clk0 [all_outputs]
==> flow/config.mk <==
export PLATFORM = sky130hd
export DESIGN_NAME = nbit_register
export DESIGN_NICKNAME = nbit_register
export VERILOG_FILES = /design/flow/design.v
export SDC_FILE = /design/flow/constraint.sdc
export NUM_CORES = 4
export LEC_CHECK = 1
export CORE_AREA = 10 10 70 70
export DIE_AREA = 0 0 80 80
==> flow/design.v <==
module nbit_register #(parameter N=8)(
	input clk,rst,
	input [N-1:0]d,
	output reg [N-1:0]q
);
always@(posedge clk)begin
	if(rst)
		q<=0;
	else
		q<=d;
end
endmodule
==> flow/run.sh <==
#!/bin/bash
# OpenROAD 26Q1-2900-gdf79404cd8, Yosys 0.63+post, stock flow scripts
make -C /OpenROAD-flow-scripts/flow DESIGN_CONFIG=/design/flow/config.mk WORK_HOME=/design/flow/orfs finish
==> reports/metrics.cfg <==
[finish]
final_design_area_no_fill_sq_um = 457
largest_register_by_flop_count = q
final_core_util_pct = 13.4
largest_reg_flops = 8
layout-drive-gt1-share_pct = 13.9
largest_registers = q (8)
synthToLayoutAreaGrowth_pct = 117
most-common-layout-cells = 9 x sky130_fd_sc_hd__clkdlybuf4s50_1, 8 x sky130_fd_sc_hd__nor2b_1, 6 x sky130_fd_sc_hd__dfxtp_1
fill_count = 398
layout_top_cell_excl_fill_tap = sky130_fd_sc_hd__clkdlybuf4s50_1
finalNonFillerCells = 82

[clock_tree]
post-cts-setup-buffers = 0
clock_sinks = 8
tritoncts = done
max-clock-path-buffers = 2
cts_buffers = 3
clockRootBuffer = sky130_fd_sc_hd__clkbuf_4
post_cts_hold_buffer_count = 0
clk_pin_slew_ps = 50
cts_max_level = 1
ctsResizeCount = 8

[worst_setup_path]
crit_path_launch = q[4]
critical_path_arrival_ps = 770
endpoint_kind = primary output
start_kind = register
critPathMaxFanout = 1
critical_path.max_stage_delay_ps = 290
slowest_stage = sky130_fd_sc_hd__dfxtp_1
critical_path_required_ps = 800
critical_path.n_buffers_inverters = 1
critical_path_cell_list = dlygate4sd2_1
critical_path_depth = 1
path_class = register to primary output
crit_family = flip-flops
endpoint = q[4]

[synthesis]
yosys_warnings = 1
synthCells = 16
synth_chip_area_sq_um = 210
synth.yosys.num_cells = 16
seq_area_frac_synth_pct = 76.2
synth_flops = 8
postSynthAreaPerCell_sq_um = 13.1
area_of_the_mapped_netlist_sq_um = 210
ys_types = 2

[sta]
setup-tns-final_ps = 0
worst_pin_slew_ps = 269
post-route-period-util_pct = 97.1
relative_max_transition_margin_pct = 82.0
final_critical_path_setup_slack_ps = 29.0
timing_hold_violations_final = 0
report.final.setup_viol = 0
rsz0062_at_grt = false
period_needed_ps = 971
maxClockFrequency_mhz = 1030
drv_slew = 0

[detailed_routing]
drt_wl_total_um = 697
route.vias.total = 173
antenna_cells_inserted = 0
detail-route-antenna-nets = 0
drcViolationCount = 0
drt-pass1-iter-count = 1
drt_first_iter_violations = 0
vias_per_cell = 2.11
wire_per_inst_um = 8.50

[place]
numPortBuffers = 17
dpl_cell_area_sq_um = 438
place_worst_setup_slack_ps = -20.2
finalWeightedCongestion = 0.699
place_inst = 79

[global_routing]
grt_use_total_pct = 2.00
antenna_found_initial = 0
grt_overflow = 0
grt_pass1_wl_um = 972
vias_in_the_first_global_route = 195
grt_max_degree = 9

[hold_path]
hold_path_class = primary input to register

[pwr]
power.leakage_nw = 0.181
ir_drop_uv = 230
power_density_relative_to_cell_area_nw_per_um2 = 1390

[floorplan]
placementRows = 21
die-width_um = 80
floorplan.io_pins = 18
core_region_area_sq_um = 3420
die_area_sq_um = 6400
chipHeight_um = 80
floorplan.initialDensity_pct = 6.15

[job]
drv.max_cap_violation_count = 0
tool_warnings = 25

[outcome]
run_status = complete, no violations

==> routing by layer <==
| layer | wire length (um) | share of wire (%) | global-route usage (%) | vias to the layer above |
|---|---|---|---|---|
| li1 | - | - | - | 89 |
| met1 | 216 | 31 | 1.68 | 76 |
| met2 | 446 | 64 | 4.01 | 6 |
| met3 | 16 | 2.3 | 0.568 | 2 |
| met4 | 19 | 2.7 | 1.06 | 0 |
| met5 | 0 | 0 | 0 | - |
==> cells in the mapped netlist <==
cell type	count	area, sq um
sky130_fd_sc_hd__dfxtp_1	8	160
sky130_fd_sc_hd__nor2b_1	8	50.1
==> worst min path at each step <==
stage	to	from	cells after the start
CTS	q[1]	d[1]	2
global route	q[1]	d[1]	2
finish	q[3]	d[3]	2
==> cells by family (layout without fill, tap and decap cells) <==
group	count (synthesis)	after routing	share of synthesized area (%)
simple gates	8	8	23.8
buf+inv	0	20	0
flops	8	8	76.2
==> power breakdown <==
| part | switching (mW) | internal, mW | total, mW | leakage, nW |
|---|---|---|---|---|
| clock network | 0.0891 | 0.136 | 0.225 | 0.0138 |
| registers | 0.00399 | 0.338 | 0.342 | 0.0672 |
| logic | 0.0143 | 0.0549 | 0.0692 | 0.100 |
| total | 0.107 | 0.528 | 0.636 | 0.181 |
==> through the flow <==
stage,hold slack [ps],power (mW)
2_1_floorplan,272,0.353
3_3_place_gp,766,0.428
3_5_place_dp,767,0.428
4_1_cts,506,0.646
5_1_grt,499,0.669
6_report,513,0.636
==> cell type report <==
class	count	area, sq um	area share (%)
tap	46	57.6	12.6
timing repair buffer	17	164	35.9
sequential	8	163	35.6
multi-input combinational	8	50.0	11.0
clock buffer	3	22.5	4.93
Power is estimated from default activity; no workload was simulated.
