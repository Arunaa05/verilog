`./run.sh`:
```
#!/bin/bash
# OpenROAD 26Q1-2900-gdf79404cd8, Yosys 0.63+post, stock flow scripts
make -C /OpenROAD-flow-scripts/flow DESIGN_CONFIG=/design/flow/config.mk WORK_HOME=/design/flow/orfs finish
```
`./config.mk`:
```
export PLATFORM = sky130hd
export DESIGN_NAME = mul_4bit
export DESIGN_NICKNAME = mul_4bit
export VERILOG_FILES = /design/flow/design.v
export SDC_FILE = /design/flow/constraint.sdc
export NUM_CORES = 4
export LEC_CHECK = 1
export CORE_AREA = 10 10 70 70
export DIE_AREA = 0 0 80 80
```
`./constraint.sdc`:
```
current_design mul_4bit

set clk_period 4.4
set clk_io_pct 0.2

create_clock -name clk0 -period $clk_period

set non_clock_inputs [all_inputs -no_clocks]
set_input_delay [expr $clk_period * $clk_io_pct] -clock clk0 $non_clock_inputs
set_output_delay [expr $clk_period * $clk_io_pct] -clock clk0 [all_outputs]
```
`./design.v`:
```
module mul_4bit(
  input [3:0]a,b,
  output reg [7:0]c
);
  always@(*)begin
    c=a*b;
  end
endmodule
```
==> impl_metrics.ini <==
; implementation run metrics
[power_and_ir_drop]
max-vdd-ir-drop_mv = 0.0345
power.share.switching_pct = 38.3
powerDensity_mw_per_mm2 = 120
combPwrFrac_pct = 100.0
seq_power_share_pct = 0
p_int_w = 0.0000561
p_clk_share_pct = 0
power.leakage_nw = 0.397
power_switching_w = 0.0000349

[route]
drt-total-wl_mm = 1.02
drtIter0Drc = 3
vias = 440
n_antenna_cell = 0
firstDrtPassIters = 2
wl_per_cell_um = 8.18
viasPerCell = 3.52
drc = 0
antenna_left = 0

[synth]
synthTopCellsByArea = ha_1 (34%), and2_1 (18%), fa_1 (18%)
ys_seq_share_pct = 0
syn-cell-area_um2 = 447
synth_cell_types = 17
syn_avg_cell_area_um2 = 8.76
top_area_share_pct = 33.6
yosys-stat-area_um2 = 447
postSynthCellCount = 51
yosysTopAreaCell = ha_1
yosysCellCount = 51
yosysWarnings = 1

[final_timing]
fmax_mhz = 236
slew_viol_final = 0
worst_pin_slew_ns = 0.292
finalClockPeriodUsage_pct = 96.4
setup_violations = 0
final_hold_viol_count = 0
rsz0062_at_grt = false
slew_headroom_pct = 80.4
setup_tns_ns = 0
period_minus_slack_ns = 4.24

[cts]
cts_hold_buffers = 0

[die]
pin_count = 16
core-area_mm2 = 0.00342
die_area_mm2 = 0.00640
initCoreUtil_pct = 13.1
die_height_um = 80
chipWidth_um = 80
num_rows = 21

[place]
portBuffers = 16
gp_congestion = 0.855
post-dp-hpwl_um = 997

[setup_path]
critical_path_class = in -> out
cp.arrival_ns = 3.36
cp_data_required_time_ns = 3.52
path_max_fanout = 4
end_kind = output port
start_kind = input port

[global_route]
antenna_found_initial = 0
grt_overflow = 0
grt_first_pass_wirelength_mm = 1.84
track_usage_pct = 3.27
grt_pass1_vias = 478
grt_max_degree = 6

[finish]
syn2layout_area_growth_pct = 69.5
register_area_um2 = 0
clock_buffers = 0
final_common_cell = and2_1
final_cell_mix = and2_1 (13), ha_1 (12), buf_4 (12)
seq_cell_count = 0
drive_gt1_share_pct = 25.3
fillers = 395
fin_util_pct = 22.2

[job]
tool_warnings = 33
maxCapViolCount = 0

[hold_path]
hold_path_class = in -> out

[outcome]
status = completed
==> cell usage after synthesis, drive strengths merged <==
master and n:
and2 13, ha 12, fa 4, a21oi 3, inv 3, nand2 3
a21o 2, nor2 2, xnor2 2, a211oi 1, and3b 1, o2111ai 1
o211ai 1, o21ai 1, or4b 1, xor2 1
==> worst max-delay path, cell delays in order <==
cell and delay [ns]:
clkdlybuf4s15_1 0.22, nand2_1 0.10, fa_1 0.54, inv_1 0.05, fa_1 0.48, ha_1 0.31
a211oi_1 0.09, or4b_1 0.49, o2111ai_2 0.09, buf_2 0.12
==> cell type report <==
cell class | instances | area (µm²) | area share, %
multi-input combinational | 48 | 454 | 60.0
timing repair buffer | 28 | 234 | 30.9
tap | 46 | 57.6 | 7.60
inverter | 3 | 11.3 | 1.49
==> repair_timing <==
action                     4_1_cts  5_1_grt
setup endpoints to repair        5        3
gates resized                   17        4
pin swaps                        9        5
buffers inserted                 1        0
gates cloned                     0        0
==> power by group through the flow <==
| stage | Clock [W] | Combinational (W) | Sequential [W] |
|---|---|---|---|
| 6_report | 0 | 0.0000909 | 0 |
| 4_1_cts | 0 | 0.0000934 | 0 |
| 5_1_grt | 0 | 0.000105 | 0 |
==> per-stage QoR <==
| step | power (W) | setup WS (ns) | hold slack (ns) | std cells | instance area, µm² |
|---|---|---|---|---|---|
| after floorplan | 0.0000395 | 0.543 | 1.83 | 51 | 447 |
| after global placement | 0.0000991 | -0.606 | 2.87 | 124 | 747 |
| after detailed placement | 0.0000991 | -0.619 | 2.86 | 124 | 747 |
| after CTS | 0.0000934 | -0.0226 | 2.63 | 125 | 744 |
| after global routing | 0.000105 | 0.0222 | 2.67 | 125 | 757 |
| final | 0.0000909 | 0.157 | 2.59 | 125 | 757 |
==> worst paths after layout <==
path / end / slack, ns / start / cells after the start
min: c[7] / 2.59 / b[3] / 5
max: c[7] / 0.16 / b[3] / 10
==> layer usage <==
layer | share of wire [%] | vias to the layer above | track usage, %
met5 | 0 | - | 0
met4 | 0 | 0 | 0
met3 | 5.1 | 0 | 0.682
met2 | 43 | 10 | 5.62
met1 | 51 | 193 | 4.33
li1 | - | 237 | -
==> cells by family (layout without fill, tap and decap cells) <==
family	after synthesis	in the layout	synth area share [%]
XOR/XNOR	3	3	5.88
buffers and inverters	3	31	2.52
AND/OR/NAND/NOR	20	20	26.6
adder cells (fa/ha/maj)	16	16	51.5
AND-OR/OR-AND	9	9	13.4
Power and IR drop assume default switching activity.
